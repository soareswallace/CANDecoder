## design.v

```verilog
module Identifier_Block(
	input reset, SP, 
	input [10:0] IDF, 
	input [17:0] IDF_ex, 
	input IDE, F_IDF,
	output wire [28:0] IDTFR
);
reg [10:0] a, c;
reg [6:0] b;
assign IDTFR[28:18] = a;
assign IDTFR[17:11] = b;
assign IDTFR[10:0] = c;
always@(posedge SP) begin
	if(F_IDF == 1'b0) begin
		if(IDE == 1'b0) begin
			a <= 11'd0;
			b <= 7'd0;
			c <= IDF;
		end
		else begin
			a <= IDF;
			b <= IDF_ex[17:11];
			c <= IDF_ex[10:0];
		end
	end
end
endmodule
```

## run.sh

```bash
#!/bin/bash
# OpenROAD 26Q1-2900-gdf79404cd8, Yosys 0.63+post, stock flow scripts
make -C /OpenROAD-flow-scripts/flow DESIGN_CONFIG=/design/flow/config.mk WORK_HOME=/design/flow/orfs finish
```

## config.mk

```make
export PLATFORM = sky130hd
export DESIGN_NAME = Identifier_Block
export DESIGN_NICKNAME = Identifier_Block
export VERILOG_FILES = /design/flow/design.v
export SDC_FILE = /design/flow/constraint.sdc
export NUM_CORES = 4
export LEC_CHECK = 1
export CORE_AREA = 10 10 106 106
export DIE_AREA = 0 0 116 116
```

## constraint.sdc

```tcl
current_design Identifier_Block

set clk_period 1.0
set clk_io_pct 0.2

create_clock -name clk0 -period $clk_period [get_ports {SP}]

set non_clock_inputs [all_inputs -no_clocks]
set_input_delay [expr $clk_period * $clk_io_pct] -clock clk0 $non_clock_inputs
set_output_delay [expr $clk_period * $clk_io_pct] -clock clk0 [all_outputs]
```

==> flow_results.xml <==
<?xml version="1.0" encoding="UTF-8"?>
<metrics>
  <group name="sta">
    <metric name="timing.final.setup_violations" unit="">0</metric>
    <metric name="final.setup.worst_slack" unit="ns">0.01588</metric>
    <metric name="worst_slew_pin_slew" unit="ns">0.1316</metric>
    <metric name="rsz_0062_raised_after_global_routing" unit="">true</metric>
    <metric name="setup_tns" unit="ns">0</metric>
    <metric name="hold_violations" unit="">0</metric>
    <metric name="final.hold.worst_slack" unit="ns">0.4834</metric>
    <metric name="timing.final.crit_share" unit="">0.9841</metric>
    <metric name="minimum_clock_period_after_layout" unit="ns">0.9841</metric>
    <metric name="max_freq" unit="MHz">1016</metric>
    <metric name="timing.max_slew.rel_slack" unit="">0.9122</metric>
    <metric name="final_max_slew_viol_count" unit="">0</metric>
  </group>
  <group name="setup_path">
    <metric name="critical_path.slowest_cell" unit="">sky130_fd_sc_hd__clkdlybuf4s50_1</metric>
    <metric name="worst-endpoint-arrival" unit="ns">1.01</metric>
    <metric name="crit_path_start_kind" unit="">input port</metric>
    <metric name="end_kind" unit="">flip-flop</metric>
    <metric name="cell_by_cell_trace_of_the_critical_path" unit="">clkdlybuf4s50_1, clkinvlp_4, buf_4</metric>
    <metric name="max_stage_delay" unit="ns">0.50</metric>
    <metric name="cp_max_fo" unit="">9</metric>
    <metric name="path_class" unit="">in2reg</metric>
    <metric name="required" unit="ns">1.03</metric>
  </group>
  <group name="placed_design">
    <metric name="portBuffers" unit="">60</metric>
    <metric name="place_area" unit="um2">1916</metric>
    <metric name="dpl_worst_slack" unit="ns">-0.5110</metric>
    <metric name="final_estimated_routing_congestion_in_global_placement" unit="">0.6426</metric>
    <metric name="dp_cells" unit="">230</metric>
  </group>
  <group name="hold_path">
    <metric name="min_path_cells" unit="">3</metric>
    <metric name="hold_path_startpoint" unit="">IDE</metric>
    <metric name="holdPathEnd" unit="">a[8]$_SDFFCE_PN0N_</metric>
    <metric name="min-delay-path-class" unit="">in2reg</metric>
  </group>
  <group name="yosys">
    <metric name="netlist_instances" unit="">62</metric>
    <metric name="yosysTopAreaCell" unit="">sky130_fd_sc_hd__edfxtp_1</metric>
    <metric name="synth_area_per_cell" unit="um2">18.59</metric>
    <metric name="yosys_cells" unit="">62</metric>
    <metric name="netlist_area" unit="um2">1152</metric>
    <metric name="synth_top_area_share" unit="">0.7557</metric>
    <metric name="area_leaders" unit="">sky130_fd_sc_hd__edfxtp_1 76%, sky130_fd_sc_hd__mux2_2 8.8%, sky130_fd_sc_hd__and2_1 5.4%</metric>
    <metric name="yosys_area" unit="um2">1152</metric>
    <metric name="synth_flop_count" unit="">29</metric>
    <metric name="ys_warn_count" unit="">1</metric>
    <metric name="postSynthSeqShare" unit="">0.7557</metric>
    <metric name="synthDistinctLibCells" unit="">9</metric>
  </group>
  <group name="power">
    <metric name="vdd_drop_max" unit="mV">0.4115</metric>
    <metric name="fin_total_pwr" unit="mW">2.781</metric>
    <metric name="clock_power_share" unit="">0.341</metric>
    <metric name="combPwrFrac" unit="">0.129</metric>
    <metric name="p_leak" unit="nW">0.7102</metric>
    <metric name="power.net_switching" unit="uW">593.4</metric>
    <metric name="p_int" unit="mW">2.187</metric>
    <metric name="power_per_cell_area" unit="nW/um2">1479</metric>
    <metric name="switching_share" unit="">0.2134</metric>
    <metric name="power.share.sequential" unit="">0.530</metric>
  </group>
  <group name="grt">
    <metric name="met3_usage" unit="">0.01727</metric>
    <metric name="global_route.overflow_total" unit="">0</metric>
    <metric name="global_route_wire_length_before_repair" unit="mm">5.078</metric>
    <metric name="global_route.usage.met1" unit="">0.06237</metric>
    <metric name="global_route.usage.total" unit="">0.04954</metric>
    <metric name="global_routing_met2_resource_utilization" unit="">0.08115</metric>
    <metric name="antenna_violations_before_repair" unit="">0</metric>
    <metric name="most_congested_layer_reported_by_global_routing" unit="">met2</metric>
    <metric name="pin_count_of_the_biggest_net_entering_global_routing" unit="">21</metric>
    <metric name="via_count_of_the_first_global_routing_pass" unit="">876</metric>
  </group>
  <group name="cells_and_area">
    <metric name="finish.utilization" unit="">0.2125</metric>
    <metric name="fraction_of_layout_cells_with_a_size_suffix_above_1" unit="">0.4656</metric>
    <metric name="layoutNonFillerInstCount" unit="">239</metric>
    <metric name="postLayoutCellArea" unit="um2">1881</metric>
    <metric name="areaGrowthSynthToFinish" unit="%">63.19</metric>
    <metric name="n_fill_cell" unit="">949</metric>
  </group>
  <group name="clock_tree">
    <metric name="clock-sinks" unit="">29</metric>
    <metric name="cts_inserted_buffers" unit="">5</metric>
    <metric name="tritoncts_clock_tree" unit="">built</metric>
    <metric name="clkSlewWorstSetupHoldPaths" unit="ns">0.07</metric>
    <metric name="clock_tree.htree_level_count" unit="">2</metric>
    <metric name="cts.path.max_buffers" unit="">2</metric>
    <metric name="clock_tree.root_cell" unit="">sky130_fd_sc_hd__clkbuf_8</metric>
  </group>
  <group name="floorplan">
    <metric name="die_x" unit="um">116</metric>
    <metric name="num_rows" unit="">34</metric>
    <metric name="die_area" unit="um2">13460</metric>
    <metric name="die_y" unit="um">116</metric>
    <metric name="io-pin-count" unit="">62</metric>
    <metric name="fp.coreArea" unit="um2">8848</metric>
    <metric name="floorplan_utilization" unit="">0.1302</metric>
  </group>
  <group name="drt">
    <metric name="wirelength" unit="mm">3.390</metric>
    <metric name="detail_routed_via_count_per_cell" unit="">3.159</metric>
    <metric name="drt_pass1_iterations" unit="">3</metric>
    <metric name="wl_per_cell" unit="um">14.18</metric>
    <metric name="drt-initial-drc-count" unit="">19</metric>
    <metric name="antenna_left" unit="">0</metric>
    <metric name="drc_errors" unit="">0</metric>
    <metric name="n_antenna_cell" unit="">0</metric>
    <metric name="vias" unit="">755</metric>
  </group>
  <group name="job">
    <metric name="maxCapViolCount" unit="">0</metric>
    <metric name="log.warning_count" unit="">28</metric>
  </group>
  <group name="run_status">
    <metric name="outcome" unit="">finished clean</metric>
  </group>
</metrics>
## cells by family (layout without fill, tap and decap cells)
group	count (synthesis)	count (layout)	share of synthesized area
DFF	29	29	0.7557
and+or+nand+nor	18	18	0.1064
muxes	11	11	0.1140
buffers and inverters	4	73	0.02388
## sequential cells by signal, summed over array words and instances (netlist names)
name,count
a,11
b,7
c,11
## worst max-delay path: cells and delay by family
kind                   cells  cell delay [ns]
buffers and inverters      3             0.81
## final cells by class
cell class | instances | area [um2] | area share
clock buffer | 6 | 72.57 | 0.03859
multi-input combinational | 29 | 254.0 | 0.1351
clock inverter | 2 | 10.01 | 0.005323
inverter | 1 | 7.507 | 0.003992
timing repair buffer | 64 | 530.5 | 0.2821
sequential | 29 | 870.8 | 0.4631
tap | 108 | 135.1 | 0.07186
## Yosys cell counts
master                     instances
sky130_fd_sc_hd__edfxtp_1         29
sky130_fd_sc_hd__and2_1           10
sky130_fd_sc_hd__buf_4             1
sky130_fd_sc_hd__mux2_2            9
sky130_fd_sc_hd__buf_6             1
sky130_fd_sc_hd__clkbuf_2          1
sky130_fd_sc_hd__mux2_4            2
sky130_fd_sc_hd__inv_1             1
sky130_fd_sc_hd__and2_2            8
## power by group through the flow
stage	sequential, mW	clock (mW)	combinational, mW
after global routing	1.48	1.06	0.402
final	1.47	0.949	0.358
after CTS	1.48	1.01	0.377
## per-layer routing
| layer | share of wire | vias up |
|---|---|---|
| met3 | 0.087 | 5 |
| met1 | 0.41 | 355 |
| met2 | 0.48 | 35 |
| met5 | 0 | - |
| met4 | 0.026 | 0 |
| li1 | - | 360 |
## worst max path at each step
stage / from / endpoint / cells after the start
4_1_cts: a[1]$_SDFFCE_PN0N_ / IDTFR[19] / 1
5_1_grt: a[10]$_SDFFCE_PN0N_ / IDTFR[28] / 1
6_report: F_IDF / a[6]$_SDFFCE_PN0N_ / 3
## cells in the final DEF (no fill, tap or decap)
cell type                         count
sky130_fd_sc_hd__clkdlybuf4s50_1     30
sky130_fd_sc_hd__edfxtp_1            29
sky130_fd_sc_hd__buf_2               29
sky130_fd_sc_hd__and2_1              10
sky130_fd_sc_hd__mux2_2               9
sky130_fd_sc_hd__and2_2               8
sky130_fd_sc_hd__clkbuf_8             5
sky130_fd_sc_hd__mux2_4               2
sky130_fd_sc_hd__clkinv_2             2
sky130_fd_sc_hd__buf_12               2
sky130_fd_sc_hd__clkinvlp_4           1
sky130_fd_sc_hd__clkbuf_1             1
sky130_fd_sc_hd__bufbuf_16            1
sky130_fd_sc_hd__clkbuf_2             1
sky130_fd_sc_hd__buf_4                1
## repair_timing
item,4_1_cts,5_1_grt
setup endpoints to repair,40,27
setup buffers,0,0
hold buffers,0,0
resized,97,1
cloned,1,0
Power and IR drop assume default switching activity.
